<file path="design/flow/run.sh">
#!/bin/bash
# OpenROAD 26Q1-2900-gdf79404cd8, Yosys 0.63+post, stock flow scripts
make -C /OpenROAD-flow-scripts/flow DESIGN_CONFIG=/design/flow/config.mk WORK_HOME=/design/flow/orfs finish
</file>
<file path="design/flow/config.mk">
export PLATFORM = sky130hd
export DESIGN_NAME = RAM64
export DESIGN_NICKNAME = RAM64
export VERILOG_FILES = /design/flow/design.v
export SDC_FILE = /design/flow/constraint.sdc
export NUM_CORES = 4
export LEC_CHECK = 1
export CORE_UTILIZATION = 50
</file>
<file path="design/flow/constraint.sdc">
current_design RAM64

set clk_period 22.3
set clk_io_pct 0.2

create_clock -name clk0 -period $clk_period [get_ports {clk}]

set non_clock_inputs [all_inputs -no_clocks]
set_input_delay [expr $clk_period * $clk_io_pct] -clock clk0 $non_clock_inputs
set_output_delay [expr $clk_period * $clk_io_pct] -clock clk0 [all_outputs]
</file>
<file path="design/flow/design.v">
`timescale 1ns / 1ps
module RAM64 (
    input wire clk,
    input wire [15:0] in,
    input wire load,
    input wire [5:0] address,
    output reg [15:0] out
);
    reg [15:0] mem [0:65];
    always @(posedge clk) begin
        if (load)
            mem[address] <= in;
        out <= mem[address];   
    end
endmodule
</file>
==> results_dict.tcl <==
# implementation run metrics
set metrics [dict create \
    ctsHoldBuffers 0 \
    edf_count 1024 \
    ir_drop_mv 0.0600 \
    ant_nets 0 \
    crit_start "address[2]" \
    comb_power_share 0.058 \
    ys_area_sq_mm 0.0398 \
    viasPerCell 6.47 \
    post-route-drc-count 0 \
    tool_warnings 26 \
    grt_pass1_vias 23605 \
    period_needed_ps 7770 \
    worst-setup-path-type "in -> reg" \
    worstPathArrival_ps 8320 \
    synthMostInstantiatedCell "edfxtp_1" \
    p_int_uw 3250 \
    seq_power_share 0.522 \
    period_used_share 0.348 \
    top_cells_by_count "edfxtp_1, nor2_1, mux2i_1" \
    ys_cells 2152 \
    reg2reg_from "mem[14][5]" \
    antenna_found_initial 5 \
    crit_path_end_kind "flip-flop" \
    powerDensity_mw_per_mm2 92.2 \
    die_w_um 284 \
    grt_max_degree 89 \
    yosysTopAreaCellShare 0.772 \
    critPathLaunchType "input pin" \
    top_cells_by_area "edfxtp_1, mux4_2, mux2i_1, a221oi_1, a22oi_1" \
    hold_start "mem[41][6]" \
    core_area_sq_mm 0.0789 \
    maxCapViolCount 0 \
    rsz0062_at_grt "false" \
    cts_resized 0 \
    syn_inst 2152 \
    crit_required_ps 22850 \
    hold_violations 0 \
    dr.pass1.iters 5 \
    layout-drive-gt1-share 0.196 \
    slew_violations 0 \
    fp-row-count 103 \
    root_buffer "clkbuf_16" \
    ys_ff 1040 \
    aoi_share 0.0868 \
    cp_max_fo 57 \
    grt_pass1_wl_um 172000 \
    ys_async_sr_fraction 0 \
    cp_num_buf_inv 3 \
    fin_setup_tns_ps 0 \
    vias 22197 \
    gp_congestion 1.01 \
    cts_setup_buffers 0 \
    largest_area_cell "edfxtp_1" \
    ys_seq_share 0.780 \
    path_cells "buf_8 -> buf_4 -> buf_4 -> mux2_2 -> a221oi_1 -> a31oi_1 -> a221oi_1 -> o21ai_0 -> a21boi_1" \
    worst_pin_slew_ps 1140 \
    clk_latency_ps 670 \
    setup_violations 0 \
    ys_sh_adder 0 \
    slowest_stage "a221oi_1" \
    clk_pin_slew_ps 60 \
    clockBufferDepth 3 \
    fp-utilization 0.505 \
    finClkSkew_ps 24.5 \
    logic_family "AND-OR/OR-AND gates" \
    ios 40 \
    drt_wl_total_um 121000 \
    switching_share 0.219 \
    max_stage_delay_ps 890 \
    ff_type "edfxtp_1" \
    synthesis.area_sq_mm 0.0398 \
    portBuffers 39 \
    syn_to_final_growth_pct 13.5 \
    p_switching_uw 913 \
    cts_tree "yes" \
    yosys.area_share.simple 0.0288 \
    hpwl_um 73200 \
    hold_path_class "reg -> reg" \
    grt.overflow.total 0 \
    avgSynthCellArea_sq_um 18.5 \
    htree_levels 3 \
    grt_use_total 0.342 \
    max_freq_mhz 129 \
    cts.sinks 1040 \
    mux_share 0.0841 \
    detail_route.wl_per_cell_um 35.3 \
    critPathTopFamily "AND-OR/OR-AND gates" \
    utilization 0.573 \
    leakage_uw 0.0145 \
    netlist-cell-type-count 62 \
    chipArea_sq_mm 0.0808 \
    power_uw 4170 \
    relSlewSlack 0.232 \
    status "finished, final reports clean" \
    first_iter_violations 1795 \
    pwr-share-clk 0.420 \
    xor_area_frac 0 \
    die_height_um 284 \
    yosysWarnings 1 \
    cts_buffers 104 \
]
[routing by layer]
| layer | GRT usage | up-vias | share of wire |
|---|---|---|---|
| met2 | 0.467 | 1651 | 0.45 |
| met4 | 0.112 | 12 | 0.044 |
| met5 | 0.0208 | - | 0.0025 |
| met1 | 0.462 | 11086 | 0.33 |
| li1 | - | 9180 | - |
| met3 | 0.247 | 268 | 0.17 |
[logic make-up after synthesis]
group / after synthesis
AOI/OAI and AO/OA: 466
muxes: 235
and+or+nand+nor: 265
buffers and inverters: 146
DFF: 1040
[stage by stage]
step	worst slack (ps)	instances	hold WS, ps	instance area (sq um)
finish	14530	3432	711	45200
detailed placement	13960	3235	691	41800
CTS	14660	3430	718	45200
global placement	13970	3235	704	41800
floorplan	15670	2152	562	39800
global route	14460	3430	743	45200
[worst reg2reg max path: stages (launching register included)]
cell,delay [ps]
edfxtp_1,360
mux2_2,270
a221oi_1,370
a31oi_1,140
a221oi_1,890
o21ai_0,150
a21boi_1,170
[layout make-up]
class                           instances  area [sq um]
Inverter                                5          20.0
Multi-Input combinational cell        966          8020
Sequential cell                      1040         31100
Antenna cell                            2          5.00
Clock buffer                          126          2720
Fill cell                            5793         33700
Clock inverter                         69           714
Tap cell                             1050          1310
Timing Repair Buffer                  174          1350
[layout by cell type, fill, tap and decap left out, types with 5 or more instances in the layout]
cell type           n
a21oi_1            56
a221o_1            19
a221oi_1           93
a222oi_1            8
a22o_1             15
a22oi_1           102
a31oi_1            12
and2_1              7
buf_2              16
buf_4             134
bufinv_16          13
clkbuf_1           20
clkbuf_16         105
clkdlybuf4s50_1    20
clkinv_1           20
clkinv_2           23
clkinvlp_4          8
dfxtp_1            16
edfxtp_1         1024
mux2_2             56
mux2i_1           103
mux4_2             74
nand2_1            92
nand3_1             5
nor2_1            111
nor2_2             12
o211ai_1           10
o21ai_0            53
o221ai_1           24
o22a_1              7
o22ai_1            32
[power by group through the flow]
stage | Combinational (uW) | Clock, uW | Sequential, uW
final | 243 | 1750 | 2170
after global routing | 254 | 1840 | 2170
after CTS | 241 | 1770 | 2170
[path summary, 6_finish.rpt]
| kind | to | slack, ps | cells past startpoint |
|---|---|---|---|
| hold reg to reg | out[6] | 710 | 3 |
| setup / recovery | out[5] | 14530 | 9 |
| hold / removal | out[6] | 710 | 3 |
| setup reg to reg | out[5] | 19830 | 6 |
[flip-flops by register name, indices dropped and copies added (netlist names)]
register / count
out: 16
mem: 1024
Power and IR drop assume default switching activity.
