`design.v`:
```
`timescale 1ns / 1ps
module RAM512 (
    input wire clk,
    input wire [15:0] in,
    input wire load,
    input wire [9:0] address,
    output reg [15:0] out
);
    reg [15:0] mem [0:511];
    always @(posedge clk) begin
        if (load)
            mem[address] <= in;
        out <= mem[address];   
    end
endmodule
```
`constraint.sdc`:
```
current_design RAM512

set clk_period 61.3
set clk_io_pct 0.2

create_clock -name clk0 -period $clk_period [get_ports {clk}]

set non_clock_inputs [all_inputs -no_clocks]
set_input_delay [expr $clk_period * $clk_io_pct] -clock clk0 $non_clock_inputs
set_output_delay [expr $clk_period * $clk_io_pct] -clock clk0 [all_outputs]
```
`config.mk`:
```
export PLATFORM = sky130hd
export DESIGN_NAME = RAM512
export DESIGN_NICKNAME = RAM512
export VERILOG_FILES = /design/flow/design.v
export SDC_FILE = /design/flow/constraint.sdc
export NUM_CORES = 4
export LEC_CHECK = 1
export CORE_UTILIZATION = 30
export SYNTH_MEMORY_MAX_BITS = 65536
```
`run.sh`:
```
#!/bin/bash
# OpenROAD 26Q1-2900-gdf79404cd8, Yosys 0.63+post, stock flow scripts
make -C /OpenROAD-flow-scripts/flow DESIGN_CONFIG=/design/flow/config.mk WORK_HOME=/design/flow/orfs finish
```
==> flow_summary.ini <==
; generated from flow reports
[worst_setup_path]
path_class = input pin to flip-flop
worst_path_most_repeated_cell = buf_4
path_depth = 13
r2r_cells = 7
timing.rr.end = out[13]$_DFF_P_
cp_num_buf_inv = 7
crit_path_end_kind = flip-flop
crit_path_start_kind = input pin
crit_slowest_cell = nor4b_1
rr_startpoint = mem[464][13]$_DFFE_PP_
cpPeakStageDelay_ns = 1.05
crit_family = buffers and inverters
crit_fanout = 79
r2r_slack_ns = 56.14
cp.required_ns = 62.26
arrival_ns = 20.22
crit_end = out[13]$_DFF_P_
crit_start = address[1]
path_cells = buf_16 -> buf_4 -> buf_4 -> buf_4 -> buf_4 -> buf_12 -> buf_4 -> mux4_2 -> a22oi_1 -> nand4_1 -> nor4b_1 -> nand4b_1 -> or4_1

[clock_network]
ctsHoldBuffers = 0
ctsResizeCount = 0
cts_tree = done
cts-root-buf = clkbuf_16
clock_latency_ns = 1.20
clkTransAtPathRegs_ns = 0.06
cts_made_buffers = 787
post_cts_buffers = 0
clock_sinks = 8208
h-tree-depth = 6
clockBufferDepth = 4

[power]
comb_power_share_pct = 4.6
power_frac_clock_pct = 41.2
p_leak_nw = 114
switching_power_w = 0.00246
p_sw_share_pct = 21.6
p_per_area_nw_per_um2 = 31.5
internal-power_w = 0.00897
ir_drop_mv = 0.0272
p_total_w = 0.0114
p_seq_share_pct = 54.1

[detailed_routing]
ant_nets = 0
drc = 0
wl_um = 917000
first_pass_iters = 6
post_drt_wl_per_cell_um = 29.9
dr_total_vias = 156000
viasPerCell = 5.08
drtIter0Drc = 11400

[run_status]
violations = max-capacitance violations, max-slew violations
outcome = finished, violations left

[final_timing]
timing.hold.ws_ns = 0.998
drv_slew = 2
fin_skew_ns = 0.0931
post-route-period-util_pct = 31.4
grt_setup_unrepaired = no
fin_crit_ns = 19.26
slew_headroom_pct = -4.20
hold_viol_final = 0
clock.fmax_mhz = 51.9
setup_viol = 0
worst_pin_slew_ns = 1.55
tns_ns = 0

[job]
warnings = 54
drv_cap = 1

[synthesis]
synth.avg_cell_area_um2 = 21.2
ys_seq_share_pct = 78.4
yosysWarnings = 1
ys_ff = 8208
synthArstFlopShare_pct = 0
syn-cell-area_um2 = 314000
ff_type = edfxtp_1
synth-edff-count = 8192
yosysChipArea_um2 = 314000
synth_cells = 14800
yosysCellCount = 14800
yosysUniqueCellTypes = 71

[global_routing]
grtUsageTotal_pct = 18.5
grt_pass1_vias = 167000
grt.overflow.total = 0
grt_pass1_wl_um = 1280000
antenna_found_initial = 75
grt_start_max_net_pins = 121

[floorplanning]
rows = 375
die_w_um = 1030
dieArea_um2 = 1050000
fp-utilization_pct = 30.1
fp.coreArea_um2 = 1040000
ios = 44
die_h_um = 1030

[placement]
placed_area_um2 = 337000
hpwlAfterDp_um = 575000
place_congestion = 0.917
io_buffers = 42

[final_layout]
finish.utilization_pct = 34.8
design_area_um2 = 363000
drive_above_1_share_pct = 23.3
syn2layout_area_growth_pct = 15.4

[worst_hold_path]
min_path_type = flip-flop to flip-flop
==> area by class of cell <==
cell class              count  area (um2)
fillers                 95100      681000
flip-flops and latches   8208      246000
multi-input cells        5740       63900
clock buffers            1001       20700
well taps               13900       17500
repair buffers           1230        9760
clock inverters           442        4140
diodes                    133         333
inverters                   5        26.3
==> worst reg2reg max path, stage by stage, from the launching register on <==
cell and delay, ns:
edfxtp_1 0.38, mux4_2 0.49, mux2i_1 0.22, o22ai_1 0.34, or3_1 0.66, nor4b_1 1.10, nand4b_1 0.72, or4_1 0.98
==> cells in the mapped netlist, drive strengths merged (88+ instances only) <==
library cell	count	area share (%)
mux2i	1346	4.3
o21ai	115	0.18
o22ai	398	0.79
nand2	244	0.29
a21oi	196	0.31
mux4	1404	10
nand3	109	0.17
a221oi	209	0.58
buf	570	1.2
edfxtp	8192	78
a22oi	358	0.86
or4	88	0.21
nor2	586	0.70
a31oi	127	0.25
clkbuf	314	0.38
==> power groups by stage <==
stage | registers, W | logic, W | clock network, W
finish | 0.00619 | 0.000530 | 0.00471
global route | 0.00619 | 0.000561 | 0.00498
CTS | 0.00619 | 0.000528 | 0.00478
==> stage by stage <==
stage	cells	setup slack (ns)
detailed placement	29100	41.27
global route	30700	41.82
finish	30700	42.04
global placement	29100	41.32
floorplan	14800	45.91
CTS	30600	42.56
==> logic make-up (layout without fill, tap and decap cells) <==
kind of cell / count (synthesis) / count (layout) / synth area share, %
buffers and inverters: 889 / 2678 / 1.58
DFF: 8208 / 8208 / 78.4
and+or+nand+nor: 1362 / 1362 / 2.09
other: 0 / 133 / 0
AOI/OAI and AO/OA: 1614 / 1614 / 3.55
muxes: 2764 / 2764 / 14.4
==> layout by cell type, fill, tap and decap left out, drive strengths merged, types with 18 or more instances in the layout <==
cell type	count
nor3	48
a22o	72
o22ai	398
a21oi	196
inv	30
nand2	244
a31oi	127
nor2	586
nor2b	24
clkinv	351
edfxtp	8192
nor4	54
o211ai	21
o21ai	115
mux2i	1346
and4	36
a2111oi	18
mux4	1404
a22oi	358
a211oi	18
diode	133
a32oi	26
and3	44
a221oi	209
nand4	60
or4	88
bufinv	54
nand3	109
clkbuf	1002
buf	1213
==> worst min-delay path by stage <==
| stage | from | endpoint | slack, ns | depth (start not counted) |
|---|---|---|---|---|
| CTS | mem[322][4]$_DFFE_PP_ | out[4]$_DFF_P_ | 1.0 | 5 |
| global route | mem[322][4]$_DFFE_PP_ | out[4]$_DFF_P_ | 1.08 | 5 |
| finish | mem[322][4]$_DFFE_PP_ | out[4]$_DFF_P_ | 1.0 | 5 |
==> flip-flops by register name, indices dropped and copies added (netlist names) <==
name  flops
mem    8192
out      16
==> routing by layer <==
metal / vias to the layer above / global-route usage, % / part of all wire (%)
li1: 65000 / - / -
met5: - / 3.79 / 0.49
met4: 124 / 7.42 / 5.0
met1: 79000 / 18.6 / 30
met2: 10200 / 26.1 / 44
met3: 1760 / 17.2 / 21
Power is estimated from default activity; no workload was simulated.
